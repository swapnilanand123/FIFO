==> design/flow/design.v <==
module fifo(
  input clk,
  input rst,
  input [7:0] buf_in,
  input wr_en,
  input rd_en,
  output reg [7:0] buf_out,
  output reg buf_empty,
  output reg buf_full,
  output reg [7:0] fifo_counter
);
  reg [7:0] fifo_counter_next;
  reg [7:0] wr_ptr;
  reg [7:0] rd_ptr;
  reg [7:0] buf_mem [63:0];
  always @(posedge clk or posedge rst) begin
    if (rst) begin
      fifo_counter <= 0;
      wr_ptr <= 0;
      rd_ptr <= 0;
      buf_out <= 0;
      buf_empty <= 1;
      buf_full <= 0;
    end else begin
      if (wr_en && !buf_full) begin
        buf_mem[wr_ptr] <= buf_in;
        wr_ptr <= (wr_ptr == 63) ? 0 : wr_ptr + 1;
      end
      if (rd_en && !buf_empty) begin
        buf_out <= buf_mem[rd_ptr];
        rd_ptr <= (rd_ptr == 63) ? 0 : rd_ptr + 1;
      end
      fifo_counter_next <= fifo_counter;
      if (!buf_full && wr_en) begin
        fifo_counter_next <= fifo_counter + 1;
      end else if (!buf_empty && rd_en) begin
        fifo_counter_next <= fifo_counter - 1;
      end
      buf_empty <= (fifo_counter_next == 0);
      buf_full <= (fifo_counter_next == 64);
      fifo_counter <= fifo_counter_next;
    end
  end
endmodule
==> design/flow/run.sh <==
#!/bin/bash
# OpenROAD 26Q1-2900-gdf79404cd8, Yosys 0.63+post, stock flow scripts
make -C /OpenROAD-flow-scripts/flow DESIGN_CONFIG=/design/flow/config.mk WORK_HOME=/design/flow/orfs finish
==> design/flow/config.mk <==
export PLATFORM = sky130hd
export DESIGN_NAME = fifo
export DESIGN_NICKNAME = fifo
export VERILOG_FILES = /design/flow/design.v
export SDC_FILE = /design/flow/constraint.sdc
export NUM_CORES = 4
export LEC_CHECK = 1
export CORE_UTILIZATION = 30
==> design/flow/constraint.sdc <==
current_design fifo

set clk_period 5.9
set clk_io_pct 0.2

create_clock -name clk0 -period $clk_period [get_ports {clk}]

set non_clock_inputs [all_inputs -no_clocks]
set_input_delay [expr $clk_period * $clk_io_pct] -clock clk0 $non_clock_inputs
set_output_delay [expr $clk_period * $clk_io_pct] -clock clk0 [all_outputs]
==> ci_impl_report.md <==
### Yosys + OpenROAD results

| Metric | Value |
|---|---|
| Critical path launch point type | flip-flop |
| Hold Crit Endpoint | fifo_counter[5]$_DFF_PP0_ |
| Final tally of max-slew violations | 0 |
| Ys cells | 1376 |
| Via count | around 14000 |
| Yosys stat chip area | 21700 um^2 |
| Worst EP arrival | between 4 and 5 ns |
| Ys async rst share | around 6.1% |
| Share of the synthesized area in the top cell type | roughly 72% |
| Hold crit path type | reg2reg |
| Die area | 73300 um^2 |
| Worst-path clk slew | about 0.060 ns |
| Max layer used | met5 |
| Overall routing resource usage | between 20% and 30% |
| CTS tree | built |
| Residual DRC | 0 |
| R2R cell count | 10 |
| Main flop type | edfxtp_1 |
| Hold buffer count at cts | 0 |
| Setup TNS | 0 ns |
| Synth Seq Share | 76.0% |
| Clock sinks | about 550 |
| Hold_sp | fifo_counter_next[5]$_DFFE_PN_ |
| Tot Pwr | about 11000 uW |
| Max Cap Violations | 0 |
| WL final | 91.9 mm |
| FILL cells | 6645 |
| Post-synth EDFFs | approximately 520 |
| Syn avg cell area | between 15 and 20 um^2 |
| DR vias/cell | 5.77 |
| Netlist cell types | around 70 |
| Fmax | 265 MHz |
| Top cells by count | 520 x edfxtp_1, 126 x nor2_1, 92 x a22oi_1 |
| M1 wire length | between 30 and 40 mm |
| Crit-path max FO | 16 |
| Area growth syn-to-layout | 17.2% |
| Cell area after synthesis | between 20000 and 25000 um^2 |
| Die Span X | approximately 270 um |
| Post-CTS sizing | 0 |
| Top cells, area | edfxtp_1 72%, dfrtp_1 3.8%, a22oi_1 3.2%, nor2_1 2.2%, a32oi_1 1.9% |
| #FFs+latches synth | 554 |
| Largest net degree at the start of global routing | ~51 |
| Tool warnings | 32 |
| Placed cell count | 2365 |
| Worst vdd ir | ~230 uV |
| RR Endpoint | buf_out[1]$_DFFE_PP0P_ |
| Routed met3 length | between 15 and 20 mm |
| Critical Path RT | ~6.4 ns |
| Worst hold path depth | 0 |
| Core footprint | around 71000 um^2 |
| Post-DP HPWL | roughly 65 mm |
| Max clock buf depth | 3 |
| Tmin final | 3.77 ns |
| PD cells | between 400 and 500 nW/um^2 |
| Postcts setup bufs | 0 |
| Clock latency (worst-skew pair) | 0.63 ns |
| DRT iter0 DRCs | approximately 1500 |
| Ports | 30 |
| Die height | about 270 um |
| Share of cells above drive strength 1 | between 10% and 20% |
| Port buffer count | 29 |
| Status | finished, final reports clean |
| Gr ovfl total | 0 |
| Fin cells | about 2500 |
| Detail Route Antenna Nets | 0 |
| WHS | between 0.3 and 0.4 ns |
| Layout Skew | roughly 0.013 ns |
| Period utilization | a little under two thirds |
| Number of global-route vias before repair | 14700 |
| Ys Warns | 2 |
| Top cell type by total area after synthesis | edfxtp_1 |
| 1st-pass router iterations | 5 |
| Cts bufs inserted | roughly 57 |
| Met2 WL | approximately 40 mm |
| Worst Max-Slew Pin Slew | 1.41 ns |
| H-tree levels | 2 |
| Worst setup path start | rd_ptr[3]$_DFFE_PP0P_ |
| Worst rel slew slack | under 10% |
| Synthesized instance count | roughly 1400 |
| GPL Wtd Cong | 1.08 |
| Worst R2R Start | rd_ptr[3]$_DFFE_PP0P_ |
| Row count | 98 |
| Root buffer selected by CTS | clkbuf_16 |
| First-pass GRT wire length | 125 mm |
| RSZ-0062 raised after global routing | false |
| Crit Path Class | reg2reg |
| Initial antenna violation count | 5 |
| WL per Instance | between 30 and 40 um |
| Initial Util | 30.3% |
| Final setup fails | 0 |
| Static Leak | a little over 0.008 uW |
| Reg2Reg Setup Slack | about 2.1 ns |
| Crit. End Element | flip-flop |
| Count leader, synth | edfxtp_1 |
| Final hold violations | 0 |
[report_power, final]
part | leakage [uW] | internal [uW] | switching (uW) | total (uW)
clock | 0.000961 | 2270 | 1570 | 3840
sequential | 0.00509 | 4440 | 156 | 4590
combinational | 0.00207 | 651 | 1580 | 2230
total | 0.00812 | 7360 | 3310 | 10700
[worst max-delay path by stage]
stage	end	slack [ns]
6_report	buf_out[1]$_DFFE_PP0P_	2.13
5_1_grt	buf_out[1]$_DFFE_PP0P_	2.21
4_1_cts	buf_out[1]$_DFFE_PP0P_	2.27
[state kept, by name, summed over array words and instances (netlist names)]
name / flops
fifo_counter_next: 8
buf_empty: 1
buf_full: 1
fifo_counter: 8
wr_ptr: 8
buf_mem: 512
buf_out: 8
rd_ptr: 8
[critical path, cell delays in order, from the launching register on]
cell and delay, ns:
dfrtp_1 0.34, buf_4 0.27, nand2b_1 0.44, buf_4 0.25, nor3_1 0.07, buf_4 0.22
a22oi_1 0.67, nand4_1 0.42, nor4_1 0.56, and3_1 0.29, o21ai_0 0.10
[per-layer routing]
layer  vias to the layer above  global-route usage (%)
met5                         -                    1.45
met4                         6                    11.4
met3                       196                    19.4
met2                      1137                    37.7
met1                      7147                    31.5
li1                       5794                       -
[stage by stage]
step	area [um^2]	setup slack, ns	util (%)
after floorplan	21700	3.14	-
after CTS	25400	2.27	35.5
after detailed placement	23400	2.04	32.7
after global routing	25400	2.21	35.5
final	25400	2.13	35.5
after global placement	23400	1.87	32.7
[placed cells by master, fill, tap and decap left out, drive strengths merged, types with 9 or more instances in the layout]
master | netlist | final
a21oi | 9 | 9
a221oi | 29 | 29
a22o | 21 | 21
a22oi | 92 | 92
a32o | 11 | 11
a32oi | 48 | 48
and3 | 19 | 19
buf | 27 | 83
clkbuf | 38 | 74
clkdlybuf4s50 | 0 | 21
clkinv | 0 | 16
dfrtp | 33 | 33
edfxtp | 520 | 520
ha | 10 | 10
inv | 10 | 11
mux2i | 24 | 24
nand2 | 81 | 81
nand2b | 9 | 9
nand3 | 44 | 44
nand3b | 9 | 9
nand4 | 34 | 34
nor2 | 127 | 127
nor2b | 9 | 9
nor3 | 20 | 20
nor4 | 13 | 13
o21ai | 24 | 24
xnor2 | 11 | 11
[area by class of cell]
cell class	instances	area, um^2	area share [%]
Sequential cell	554	16500	64.8
Multi-Input combinational cell	747	4880	19.2
Clock buffer	74	1600	6.31
Tap cell	950	1190	4.68
Timing Repair Buffer	104	821	3.23
Clock inverter	33	393	1.55
Inverter	10	37.5	0.148
Antenna cell	2	5.00	0.0197
[cell families (layout without fill, tap and decap cells)]
| family | count (synthesis) | after routing | synth area share [%] |
|---|---|---|---|
| AND-OR/OR-AND | 295 | 295 | 10.8 |
| XOR/XNOR | 17 | 17 | 0.687 |
| adder cells (fa/ha/maj) | 10 | 10 | 0.577 |
| buffers and inverters | 75 | 221 | 1.54 |
| flip-flops | 554 | 554 | 76.0 |
| multiplexers | 29 | 29 | 1.37 |
| other | 0 | 2 | 0 |
| AND/OR/NAND/NOR | 396 | 396 | 9.05 |
No activity file was given, so power comes from the tool's default toggle rates.
